==> ./design.v <==
module BRAM(input             clk,
            input             wen,
            input      [7:0]  waddr,
            input      [11:0] din,
            input      [7:0]  raddr,
            output reg [11:0] dout);
(* ram_style="block" *) reg [11:0] blockram [255:0];
always @(posedge clk) begin
    if(wen)
        blockram[waddr] <= din;
end
always @(posedge clk) begin
    dout <= blockram[raddr];
end
endmodule
==> ./run.sh <==
#!/bin/bash
# OpenROAD 26Q1-2900-gdf79404cd8, Yosys 0.63+post, stock flow scripts
make -C /OpenROAD-flow-scripts/flow DESIGN_CONFIG=/design/flow/config.mk WORK_HOME=/design/flow/orfs finish
==> ./config.mk <==
export PLATFORM = sky130hd
export DESIGN_NAME = BRAM
export DESIGN_NICKNAME = BRAM
export VERILOG_FILES = /design/flow/design.v
export SDC_FILE = /design/flow/constraint.sdc
export NUM_CORES = 4
export LEC_CHECK = 1
export CORE_UTILIZATION = 30
==> ./constraint.sdc <==
current_design BRAM

set clk_period 12.2
set clk_io_pct 0.2

create_clock -name clk0 -period $clk_period [get_ports {clk}]

set non_clock_inputs [all_inputs -no_clocks]
set_input_delay [expr $clk_period * $clk_io_pct] -clock clk0 $non_clock_inputs
set_output_delay [expr $clk_period * $clk_io_pct] -clock clk0 [all_outputs]
==> metrics.csv <==
metric;value;unit
top_logic_kind;multiplexers;
final_cell_mix;edfxtp_1 (3072), mux4_2 (636), buf_4 (432);
grt_max_degree;124;
finalClockSkew;98.9;ps
status;finished clean;
synthesis.area;0.119;sq mm
setup_ws;5490;ps
grt_overflow;0;
clk_pin_slew;60;ps
io_buffer_count;41;
ys_seq_share;78.0;%
antenna_found_initial;14;
die_w;631;um
hold_buffers;0;
cts.repair.resized;0;
synth-area-yosys;0.119;sq mm
firstDrtPassIters;5;
holdWs;904;ps
cp_data_arrival_time;7430;ps
yosys_warnings;1;
p_per_area;163;mW/mm^2
path_max_fanout;58;
leakagePower;42.4;nW
drive_gt1_share;25.5;%
core_area;0.393;sq mm
mux_area_share;14.3;%
aoi_share;3.75;%
final_cell_area;0.137;sq mm
die_h;631;um
grt_pass1_wl;453000;um
dp_slack;4740;ps
fp_util;30.2;%
drtIter0Drc;4121;
relSlewSlack;15.0;%
cts_tree;yes;
setup_viol;0;
cp-start-kind;input port;
hpwl;191000;um
post_cts_buffers;0;
h-tree-depth;5;
ir_drop;0.110;mV
edf_count;3072;
drv_slew;0;
synth-main-ff-cell;edfxtp_1;
place.gp.congestion;0.881;
adder_share;0;%
grt_setup_unrepaired;no;
clock_latency;910;ps
synth-seq-cells;3084;
cts_made_buffers;313;
period_used_share;55.0;%
cts_root_buffer;clkbuf_16;
synthArstFlopShare;0;%
io_pins;42;
fin_cells;11400;
total_power;22.3;mW
clockBufferDepth;4;
cts.sink_count;3084;
end_kind;flop;
synth_stat.cells;5506;
area_leaders;edfxtp_1 (78%), mux4_2 (12%), mux2i_1 (1.9%);
synth_area_per_cell;21.5;sq um
drt-total-wl;316000;um
num_rows;230;
hp-class;flop to flop;
area_growth;15.6;%
yosysTopAreaCell;edfxtp_1;
grt_pass1_vias;63800;
cp.required;12920;ps
synthCells;5506;
fin_tns_setup;0;ps
post_drt_via_cell_ratio;5.06;
finalHoldViolCount;0;
die_area;0.398;sq mm
clock.fmax;149;MHz
worstSetupPathType;input port to flop;
warning_count;38;
period_minus_slack;6710;ps
cap_viol_max_count;0;
final_util;34.9;%
ys_types;61;
xor_area_share;0;%
synth.cellmix.simpleShare;2.17;%
worstMarginPinSlew;1270;ps
layout_top_cell;edfxtp_1;
track_usage;17.0;%
drc;0;
synth.top_cell.area_share;77.8;%
ant_nets;0;
via_count;57900;
place_area;0.127;sq mm
post-place-cells;10900;
wl_per_cell;27.6;um
## state kept, by name, indices dropped and copies added, names as in the netlist
signal    flops
blockram   3072
dout         12
## report_power, final
part           switching [mW]  internal, mW  leakage [nW]  total [mW]
clock network            3.94          5.61          4.96        9.55
logic                   0.719         0.358          9.68        1.08
registers              0.0301          11.7          27.7        11.7
## worst paths after layout
path / startpoint / to / slack (ps) / cells past startpoint
worst min-delay path: blockram[231][7] / dout[7] / 900 / 6
worst max-delay path: raddr[1] / dout[10] / 5490 / 10
worst min register to register: blockram[231][7] / dout[7] / 900 / 6
worst max register to register: blockram[16][10] / dout[10] / 8910 / 6
## cell usage after synthesis (33+ instances only)
library cell,count
clkbuf_1,153
a22oi_1,215
nor4_1,34
nor3_1,33
buf_2,72
o22ai_1,88
nor2_1,302
buf_4,33
mux2i_1,223
nand2_1,45
a21oi_1,121
mux4_2,636
nor2b_1,37
o221ai_1,53
o21ai_0,34
buf_6,35
edfxtp_1,3072
## metal layers
layer	global-route usage, %	wire, um
met3	14.5	58100
met1	17.5	98000
met4	4.38	10200
met2	25.7	149000
met5	1.21	710
## layout make-up
type | instances | area [sq um]
fill | 35800 | 256000
sequential | 3084 | 92500
multi-input combinational | 2081 | 24100
clock buffer | 388 | 8350
tap | 5220 | 6530
timing repair buffer | 479 | 3870
clock inverter | 162 | 1800
antenna | 19 | 47.5
inverter | 3 | 11.3
## kinds of logic after synthesis
group | after synthesis
flops | 3084
mux | 894
compound gates | 637
simple gates | 550
buf+inv | 341
## worst max-delay path, cell delays in order
cell,delay (ps)
buf_8,360
buf_4,560
buf_4,600
buf_4,590
mux4_2,410
mux4_2,530
o21ai_0,650
a21oi_1,280
o32ai_1,680
nor3_1,140
Power figures rest on the tool's default switching activity, not on a simulated workload.
